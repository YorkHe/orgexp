==> design.v <==
`timescale 1ns / 1ps
module life_game_dev_io(
		input clock,
		input cell_write,
		input [6:0] cell_address,
		input [31:0] cell_data_in,
		input world_clock,
		input [9:0] x_position,
		input [8:0] y_position,
		input inside_video,
		output [31:0] cell_data_out,
		output [7:0] color
	);
	parameter COLOR_POINTER = 8'b110_110_10;
	parameter COLOR_EMPTY = 8'b111_111_11;
	parameter COLOR_BLACK = 8'b000_000_00;
	reg [31:0] world_0 [0:48 * 2 - 1];	 
	reg [31:0] world_1 [0:48 * 2 - 1];
	reg world_index = 0;
	wire [5:0] x_address;
	wire [5:0] y_address;
	wire [31:0] vga_block;
	wire vga_cell;
	wire [7:0] color_life;
	wire [7:0] color_empty;
	wire [7:0] color_cell;
	wire [7:0] color_cell_circlized;
	initial begin
		world_0[0][1] = 1;
		world_0[2][2] = 1;
		world_0[4][0] = 1;
		world_0[4][1] = 1;
		world_0[4][2] = 1;
		world_0[14][4:0] = 5'b11111;
		world_0[16][4:0] = 5'b11111;
		world_0[18][4:0] = 5'b11111;
		world_0[20][4:0] = 5'b11111;
		world_0[22][4:0] = 5'b11111;
		world_0[15][2] = 1;
		world_0[17][3] = 1;
		world_0[19][1] = 1;
		world_0[19][2] = 1;
		world_0[19][3] = 1;
	end
	assign cell_data_out = world_index ? world_1[cell_address] : world_0[cell_address];
	always @(posedge clock) begin
		if (cell_write && world_index) begin
			world_0[cell_address] <= cell_data_in;
		end
	end
	always @(posedge clock) begin
		if (cell_write && !world_index) begin
			world_1[cell_address] <= cell_data_in;
		end
	end
	assign x_address = x_position / 10;
	assign y_address = y_position / 10;
	assign vga_block = world_index ? world_1[{y_address, x_address[5]}] : world_0[{y_address, x_address[5]}];
	assign vga_cell = vga_block[x_address[4:0]];
	assign color = inside_video ? (vga_cell ? COLOR_BLACK : COLOR_EMPTY) : 8'b0;
	always @(posedge world_clock) begin
		world_index <= !world_index;
	end
endmodule
==> run.sh <==
#!/bin/bash
# OpenROAD 26Q1-2900-gdf79404cd8, Yosys 0.63+post, stock flow scripts
make -C /OpenROAD-flow-scripts/flow DESIGN_CONFIG=/design/flow/config.mk WORK_HOME=/design/flow/orfs finish
==> config.mk <==
export PLATFORM = sky130hd
export DESIGN_NAME = life_game_dev_io
export DESIGN_NICKNAME = life_game_dev_io
export VERILOG_FILES = /design/flow/design.v
export SDC_FILE = /design/flow/constraint.sdc
export NUM_CORES = 4
export LEC_CHECK = 1
export CORE_UTILIZATION = 40
export SYNTH_MEMORY_MAX_BITS = 65536
==> constraint.sdc <==
current_design life_game_dev_io

set clk_period 601.5
set clk_io_pct 0.2

create_clock -name clk0 -period $clk_period [get_ports {clock}]
create_clock -name clk1 -period $clk_period [get_ports {world_clock}]

set non_clock_inputs [all_inputs -no_clocks]
set_input_delay [expr $clk_period * $clk_io_pct] -clock clk0 $non_clock_inputs
set_output_delay [expr $clk_period * $clk_io_pct] -clock clk0 [all_outputs]
==> metrics.txt <==
# HELP chip_impl_metric Implementation results
# TYPE chip_impl_metric gauge
chip_impl_info{name="status",value="completed"} 1
chip_impl_metric{name="dp_slack",unit="ns"} 349.40
chip_impl_metric{name="yosys.stat.seqShare",unit="%"} 67.5
chip_impl_info{name="layout.cells.most_common_list",value="sky130_fd_sc_hd__edfxtp_1 (6144), sky130_fd_sc_hd__a22oi_1 (2263), sky130_fd_sc_hd__nand2_1 (1216)"} 1
chip_impl_metric{name="final.setup.tns",unit="ns"} 0
chip_impl_info{name="timing.critical_path.to_type",value="primary output"} 1
chip_impl_metric{name="ys.flops",unit=""} 6145
chip_impl_metric{name="grt_start_max_net_pins",unit=""} 95
chip_impl_info{name="unrepaired_setup_endpoints_after_global_routing",value="false"} 1
chip_impl_metric{name="row_count",unit=""} 303
chip_impl_metric{name="synthesis.instances",unit=""} 17500
chip_impl_metric{name="cts_resized",unit=""} 0
chip_impl_metric{name="final_antenna_net_count",unit=""} 0
chip_impl_info{name="timing.critical_path.to",value="color[3]"} 1
chip_impl_metric{name="globalplace.congestion",unit=""} 1.04
chip_impl_metric{name="wl_per_cell",unit="um"} 43.7
chip_impl_info{name="critical-path-top-cell-by-count",value="sky130_fd_sc_hd__buf_4"} 1
chip_impl_metric{name="grt_first_pass_wirelength",unit="um"} 1630000
chip_impl_metric{name="worstRegToRegCells",unit=""} 6
chip_impl_metric{name="finish.cell_count_without_fillers",unit=""} 27500
chip_impl_info{name="hp-class",value="reg -> reg"} 1
chip_impl_metric{name="dr.first_iter.drc_count",unit=""} 18300
chip_impl_metric{name="timing.final.ws_setup",unit="ns"} 348.78
chip_impl_metric{name="worstMarginPinSlew",unit="ns"} 1.29
chip_impl_metric{name="die_width",unit="um"} 829
chip_impl_metric{name="regArea",unit="um^2"} 185000
chip_impl_metric{name="place_hpwl",unit="um"} 736000
chip_impl_info{name="critPathLaunch",value="y_position[6]"} 1
chip_impl_metric{name="grt.overflow.total",unit=""} 0
chip_impl_metric{name="cts_hold_buffers",unit=""} 0
chip_impl_metric{name="number_of_fill_cells",unit=""} 57300
chip_impl_info{name="worstSetupPathType",value="in -> out"} 1
chip_impl_metric{name="slew_headroom",unit="%"} 13.2
chip_impl_info{name="critPathSlowestCell",value="sky130_fd_sc_hd__nor4_1"} 1
chip_impl_metric{name="cts_buf_count",unit=""} 633
chip_impl_metric{name="die_height",unit="um"} 829
chip_impl_metric{name="dp.cells",unit=""} 26200
chip_impl_info{name="most_frequent_logic_cell_in_the_layout",value="sky130_fd_sc_hd__edfxtp_1"} 1
chip_impl_info{name="synth-main-ff-cell",value="sky130_fd_sc_hd__edfxtp_1"} 1
chip_impl_metric{name="power.density",unit="nW/um^2"} 3.29
chip_impl_metric{name="yosys_warnings",unit=""} 1
chip_impl_metric{name="antenna_found_initial",unit=""} 129
chip_impl_metric{name="vias_per_cell",unit=""} 7.06
chip_impl_metric{name="cpPeakStageDelay",unit="ns"} 1.02
chip_impl_metric{name="cts_max_path_buffers",unit=""} 4
chip_impl_metric{name="drt-total-wl",unit="um"} 1200000
chip_impl_metric{name="avgSynthCellArea",unit="um^2"} 15.7
chip_impl_info{name="regToRegStartpoint",value="world_index"} 1
chip_impl_metric{name="synth-edff-count",unit=""} 6144
chip_impl_info{name="crit_path_start_kind",value="input port"} 1
chip_impl_metric{name="yosysTopAreaCellShare",unit="%"} 67.5
chip_impl_info{name="cts_root_buf",value="sky130_fd_sc_hd__clkbuf_16"} 1
chip_impl_metric{name="io_buffers",unit=""} 99
chip_impl_info{name="worst_r2r_endpoint",value="world_1[41][7]"} 1
chip_impl_metric{name="critical_path_arrival",unit="ns"} 132.42
chip_impl_info{name="ys_top_cells_by_area",value="sky130_fd_sc_hd__edfxtp_1 (67%), sky130_fd_sc_hd__mux4_2 (9.9%), sky130_fd_sc_hd__a22oi_1 (6.2%)"} 1
chip_impl_metric{name="final_max_slew_viol_count",unit=""} 0
chip_impl_metric{name="ys_chip_area",unit="um^2"} 273000
chip_impl_metric{name="report.power.total",unit="uW"} 1020
chip_impl_metric{name="timing.critical_path.required",unit="ns"} 481.20
chip_impl_metric{name="cts.reportedPaths.clkPinSlew",unit="ns"} 0.05
chip_impl_metric{name="firstDrtPassIters",unit=""} 7
chip_impl_metric{name="power.leakage",unit="uW"} 0.0957
chip_impl_metric{name="cts-htree-levels",unit=""} 6
chip_impl_metric{name="proportion_of_layout_cells_with_a_drive_suffix_above_1",unit="%"} 19.6
chip_impl_metric{name="synth_async_sr_flop_share",unit="%"} 0
chip_impl_metric{name="cell_area_after_synthesis",unit="um^2"} 273000
chip_impl_metric{name="layout-area-overhead-vs-synth",unit="%"} 13.7
chip_impl_metric{name="worst-r2r-setup-slack",unit="ns"} 598.34
chip_impl_metric{name="timing.clock.skew",unit="ns"} 0
chip_impl_metric{name="vdd.ir_drop.worst",unit="V"} 0.00000349
chip_impl_metric{name="vias",unit=""} 194000
chip_impl_info{name="post-synth-top-area-cell",value="sky130_fd_sc_hd__edfxtp_1"} 1
chip_impl_metric{name="log.warning_count",unit=""} 31
chip_impl_metric{name="post-cts-setup-buffer-count",unit=""} 0
chip_impl_metric{name="max-cap-violations",unit=""} 0
chip_impl_metric{name="via_count_of_the_first_global_routing_pass",unit=""} 204000
chip_impl_metric{name="multi_input_comb_area",unit="um^2"} 84400
chip_impl_metric{name="timing.critical_path.fanout_max",unit=""} 81
chip_impl_metric{name="initCoreUtil",unit="%"} 40.2
chip_impl_metric{name="num_ports",unit=""} 102
chip_impl_metric{name="final-setup-viol-count",unit=""} 0
chip_impl_metric{name="die-area",unit="um^2"} 687000
chip_impl_metric{name="final_hold_viol_count",unit=""} 0
chip_impl_metric{name="drc",unit=""} 0
chip_impl_metric{name="yosys_cell_count",unit=""} 17500
chip_impl_metric{name="core_region_area",unit="um^2"} 681000
chip_impl_info{name="tritoncts_clock_tree",value="yes"} 1
chip_impl_metric{name="netlist-cell-type-count",unit=""} 95
chip_impl_metric{name="grt_util_all_layers",unit="%"} 37.5
kinds of logic after synthesis:
kind of cell    Yosys count  synth area share (%)
flops                  6145                  67.5
compound gates         5140                  13.9
simple gates           3142                  5.42
buf+inv                1598                  2.42
mux                    1425                  10.7
xor+xnor                  7                0.0224
fa+ha+maj                 5                0.0201
worst min path at each step:
| stage | from | to | slack (ns) | depth (start not counted) |
|---|---|---|---|---|
| after CTS | world_index | world_0[46][26] | 0.41 | 4 |
| after global routing | world_index | world_0[46][29] | 0.48 | 4 |
| final | world_index | world_0[46][2] | 0.49 | 4 |
cell usage after synthesis (44+ instances only):
| library cell | n |
|---|---|
| sky130_fd_sc_hd__edfxtp_1 | 6144 |
| sky130_fd_sc_hd__mux4_2 | 1198 |
| sky130_fd_sc_hd__buf_4 | 89 |
| sky130_fd_sc_hd__a22o_1 | 510 |
| sky130_fd_sc_hd__o2111ai_1 | 55 |
| sky130_fd_sc_hd__nor3_1 | 66 |
| sky130_fd_sc_hd__buf_1 | 265 |
| sky130_fd_sc_hd__buf_2 | 152 |
| sky130_fd_sc_hd__nor4_1 | 116 |
| sky130_fd_sc_hd__nand2_1 | 1239 |
| sky130_fd_sc_hd__nand3_1 | 424 |
| sky130_fd_sc_hd__o21ai_0 | 235 |
| sky130_fd_sc_hd__a311oi_1 | 53 |
| sky130_fd_sc_hd__a221oi_1 | 548 |
| sky130_fd_sc_hd__clkbuf_1 | 1035 |
| sky130_fd_sc_hd__inv_1 | 44 |
| sky130_fd_sc_hd__a31oi_1 | 309 |
| sky130_fd_sc_hd__nor2_1 | 548 |
| sky130_fd_sc_hd__a21oi_1 | 412 |
| sky130_fd_sc_hd__o211ai_1 | 106 |
| sky130_fd_sc_hd__o22ai_1 | 329 |
| sky130_fd_sc_hd__mux2i_1 | 196 |
| sky130_fd_sc_hd__nand4_1 | 527 |
| sky130_fd_sc_hd__a22oi_1 | 2263 |
stage by stage:
stage | hold slack (ns) | utilization [%] | area, um^2
after floorplan | 1.24 | - | 273000
after global placement | 0.945 | 42.7 | 291000
after detailed placement | 0.988 | 42.7 | 291000
after CTS | 0.409 | 45.6 | 310000
after global routing | 0.480 | 45.6 | 311000
final | 0.487 | 45.7 | 311000
where the power goes:
group          switching (uW)  total [uW]  internal (uW)
logic                     115         165           49.8
registers               0.363         472            472
clock network             172         384            213
worst max-delay path, delay by kind of cell:
family                   cells  cell delay, ns
buffers and inverters       11            5.23
AND/OR/NAND/NOR              6            2.79
AND-OR/OR-AND               12            3.23
adder cells (fa/ha/maj)      1            0.35
multiplexers                 1            0.33
registers in the layout, indices dropped and copies added, names as in the netlist:
register	cells
world_0	3072
world_1	3072
world_index	1
metal layers:
metal | wire (um) | track usage, % | share of wire (%)
met5 | 11900 | 17.5 | 0.99
met4 | 112000 | 26.1 | 9.3
met3 | 276000 | 36.9 | 23
met2 | 487000 | 47.4 | 41
met1 | 314000 | 34.7 | 26
final cells by class:
| class | instances | share of cell area (%) |
|---|---|---|
| flip-flops and latches | 6145 | 59.4 |
| multi-input cells | 9719 | 27.2 |
| clock buffers | 788 | 5.36 |
| well taps | 8997 | 3.62 |
| repair buffers | 1250 | 3.28 |
| clock inverters | 348 | 0.999 |
| diodes | 212 | 0.171 |
| inverters | 46 | 0.0563 |
No activity file was given, so power comes from the tool's default toggle rates.
