==> design.v <==
`timescale 1ns / 1ps
module MIO_BUS(
		input [3:0] BTN,	 
		input [7:0] SW,	 
		input mem_w,	 
		input [31:0] Cpu_data2bus,	 
		input [31:0] addr_bus,	 
		input [31:0] ram_data_out,	 
		input [7:0] buf_data_out,  
		input [7:0] led_out,	 
		input [31:0] counter_out,	 
		input counter0_out,	 
		input counter1_out,	 
		input counter2_out,	 
		output reg [31:0] Cpu_data4bus,	 
		output reg [31:0] ram_data_in,	 
		output reg [10:0] ram_addr,	 
		output reg data_ram_we,	 
		output reg GPIOf0000000_we,	 
		output reg GPIOe0000000_we,	 
		output reg counter_we,	 
		output reg [31:0] Peripheral_in, 	 
		output reg [14:0] vram_waddr,
		output reg data_vram_we,
		output reg [7:0] vram_data_in,
		output reg data_buf_we,
		output reg [14:0] buf_addr,
		output reg [7:0] buf_data_in
	);
	reg data_ram_rd;
	reg GPIOf0000000_rd;
	reg GPIOe0000000_rd;
	reg counter_rd;
	reg data_vram_rd;
	reg data_buf_rd;
	reg [7:0] led_in;
	always @(*) begin
		data_ram_we=0;
		data_ram_rd=0;
		data_buf_we=0;
		data_buf_rd=0;
		counter_we=0;
		counter_rd=0;
		data_vram_we=0;
		GPIOf0000000_we=0;
		GPIOe0000000_we=0;
		GPIOf0000000_rd=0;
		GPIOe0000000_rd=0;
		ram_addr=10'h0;
		ram_data_in=32'h0;
		Peripheral_in=32'h0;
		Cpu_data4bus =32'h0;
		case (addr_bus[31:28])
			4'h0: begin
				data_ram_we = mem_w;
				ram_addr = addr_bus[12:2];
				ram_data_in = Cpu_data2bus;
				Cpu_data4bus = ram_data_out;
				data_ram_rd = ~mem_w;
			end
			4'hc: begin
				data_buf_we = mem_w;
				buf_addr = addr_bus[16:2];
				buf_data_in = Cpu_data2bus[7:0];
				Cpu_data4bus = {24'b0, buf_data_out};
				data_buf_rd = ~mem_w;
			end
			4'hd: begin
				vram_waddr = addr_bus[16:2];
				data_vram_we = mem_w;
				vram_data_in = Cpu_data2bus;
				Cpu_data4bus = counter_out;
				data_vram_rd = ~mem_w;
			end
			4'he: begin	 
				GPIOe0000000_we = mem_w;
				Peripheral_in = Cpu_data2bus;
				Cpu_data4bus = counter_out;
				GPIOe0000000_rd = ~mem_w;
			end
			4'hf: begin
				if (addr_bus[2]) begin
					counter_we = mem_w;
					Peripheral_in = Cpu_data2bus;
					Cpu_data4bus = counter_out;
					counter_rd = ~mem_w;
				end else begin
					GPIOf0000000_we = mem_w;
					Peripheral_in = Cpu_data2bus;
					Cpu_data4bus = {counter0_out, counter1_out, counter2_out, 9'h00, led_out, BTN, SW};
					GPIOf0000000_rd = ~mem_w;
				end
			end
		endcase
		casex ({data_ram_rd, data_vram_rd, GPIOe0000000_rd, counter_rd, GPIOf0000000_rd, data_buf_rd})
			6'b1xxxxx: Cpu_data4bus = ram_data_out;	 
			6'bx1xxxx: Cpu_data4bus = counter_out;  
			6'bxx1xxx: Cpu_data4bus = counter_out;	 
			6'bxxx1xx: Cpu_data4bus = counter_out;	 
			6'bxxxx1x: Cpu_data4bus = {counter0_out, counter1_out,  counter2_out, 9'h00, led_out, BTN, SW};	 
			6'bxxxxx1: Cpu_data4bus = {24'b0, buf_data_out};
		endcase
	end
endmodule
==> run.sh <==
#!/bin/bash
# OpenROAD 26Q1-2900-gdf79404cd8, Yosys 0.63+post, stock flow scripts
make -C /OpenROAD-flow-scripts/flow DESIGN_CONFIG=/design/flow/config.mk WORK_HOME=/design/flow/orfs finish
==> config.mk <==
export PLATFORM = sky130hd
export DESIGN_NAME = MIO_BUS
export DESIGN_NICKNAME = MIO_BUS
export VERILOG_FILES = /design/flow/design.v
export SDC_FILE = /design/flow/constraint.sdc
export NUM_CORES = 4
export LEC_CHECK = 1
export CORE_AREA = 10 10 147 147
export DIE_AREA = 0 0 157 157
==> constraint.sdc <==
current_design MIO_BUS

set clk_period 11.9
set clk_io_pct 0.2

create_clock -name clk0 -period $clk_period

set non_clock_inputs [all_inputs -no_clocks]
set_input_delay [expr $clk_period * $clk_io_pct] -clock clk0 $non_clock_inputs
set_output_delay [expr $clk_period * $clk_io_pct] -clock clk0 [all_outputs]
==> impl_metrics.ini <==
; yosys + openroad results
[status]
run_status = completed

[routing]
drt_iter0_drc = 147
detail_route.drc_violations = 0
route.detailed.wl_per_inst_microns = 16.05
detail_route.wirelength_mm = 12.07
post_drt_via_cell_ratio = 3.673
final_antenna_net_count = 0
route.antenna.diode_count = 0
via_count = 2762
drt-pass1-iter-count = 5

[logic_synthesis]
yosys_warnings = 1
yosys_cells = 224
yosys_top_cell_area_share = 0.2484
largest_area_cell = sky130_fd_sc_hd__and2_1
synthesis.area_per_instance_sq_um = 8.546
ys_ff = 46
mappedNetlistArea_sq_mm = 0.001914
area_leaders = sky130_fd_sc_hd__and2_1 25%, sky130_fd_sc_hd__dlxtn_1 18%, sky130_fd_sc_hd__dlxtp_1 18%
synth-area-yosys_sq_mm = 0.001914
synthesis.instances = 224
synth_cell_type_count = 32

[power_and_ir_drop]
power.total_uw = 124.9
pwr_density_cell_mw_per_mm2 = 24.04
power_leakage_uw = 0.002085
internal_power_uw = 92.98
seq_power_share = 0.075
worst_ir_drop_vdd_uv = 12.63
power.share.combinational = 0.925
clkPwrFrac = 0
switching_portion_of_total_power = 0.2555
switching_power_uw = 31.91

[setup_path]
crit_top_cell = sky130_fd_sc_hd__clkdlybuf4s50_1
critical_path_buffers_and_inverters = 4
worst-path-max-fanout = 77
worst_path_max_delay_cell = sky130_fd_sc_hd__clkdlybuf4s50_1
path_class = in -> out
endpoint_kind = primary output
startpoint_type = primary input
cp.depth = 6
worst_ep_arrival_time_ns = 4.98
cell_family_with_the_largest_share_of_critical_path_delay = buffers and inverters
slowest_delay_ns = 0.74
timing.critical_path.required_ns = 9.52
path_cells = clkdlybuf4s50_1, nor4_4, buf_4, a222oi_1, inv_1, clkdlybuf4s50_1

[timing]
maxClockFrequency_ghz = 0.1359
unconstrained_endpoints = 92
tightest_slew_ns = 0.7486
setup-tns-final_ns = 0
hold_viol = 0
timing.final.crit_period_ns = 7.359
max_slew_margin = 0.5009
timing.final.setup_violations = 0
rsz0062_at_grt = false
unclocked_pins = 46
worst_hold_slack_ns = 5.649
drv_slew = 0
post-route-period-util = 0.6184

[final_layout]
final_cell_mix = 306 x sky130_fd_sc_hd__clkdlybuf4s50_1, 76 x sky130_fd_sc_hd__and2_1, 23 x sky130_fd_sc_hd__dlxtn_1, 23 x sky130_fd_sc_hd__dlxtp_1, 21 x sky130_fd_sc_hd__a222oi_1
post_route_cells_drive_above_1_share = 0.02510
area_growth_syn_to_layout_pct = 171.4
layout.cells.most_common = sky130_fd_sc_hd__clkdlybuf4s50_1
final_core_utilization = 0.2797

[placed_design]
dp_hpwl_mm = 10.27
gp_congestion = 0.7771
port_buffers = 306

[global_routing]
grt_first_pass_wirelength_mm = 16.74
global_route.overflow_total = 0
grt_start_max_net_pins = 78
total_grt_usage = 0.08634
antenna_violations_before_repair = 0
first_global_vias = 2790

[clock_tree]
post_cts_resized = 0
postCtsHoldBufs = 0
cts.repair_timing.setup_buffer_count = 0

[run]
openroad_warning_count = 45
cap_viol_max_count = 0

[hold_path]
min_path_type = in -> out
hp-start = counter_out[7]
min_path_cells = 4
min_delay_worst_endpoint = Cpu_data4bus[7]

[floorplanning]
num_rows = 50
die_width_microns = 157
initial_core_util = 0.1030
design.core.area_sq_mm = 0.01858
dieHeight_microns = 157
die_area_sq_mm = 0.02465
top_level_ports = 319
## through the flow
step                area (sq um)  cells  worst slack (ns)
global placement            5196    752             4.518
floorplan                   1914    224             6.321
CTS                         5196    752             4.519
finish                      5196    752             4.541
global route                5196    752             4.300
detailed placement          5196    752             4.532
## cell usage after synthesis
cell                       instances
sky130_fd_sc_hd__nand2_2           1
sky130_fd_sc_hd__nand2b_1          1
sky130_fd_sc_hd__nor2_1            1
sky130_fd_sc_hd__o211ai_1          1
sky130_fd_sc_hd__and4b_1           1
sky130_fd_sc_hd__buf_2             5
sky130_fd_sc_hd__nand3_1           3
sky130_fd_sc_hd__a221o_1           1
sky130_fd_sc_hd__o221ai_2          1
sky130_fd_sc_hd__and3b_1           2
sky130_fd_sc_hd__nor3b_1           2
sky130_fd_sc_hd__nor4_4            1
sky130_fd_sc_hd__nand4b_1          1
sky130_fd_sc_hd__dlxtn_1          23
sky130_fd_sc_hd__and2_1           76
sky130_fd_sc_hd__o21bai_1          1
sky130_fd_sc_hd__dlxtp_1          23
sky130_fd_sc_hd__clkbuf_1          3
sky130_fd_sc_hd__nor2_4            1
sky130_fd_sc_hd__nand3b_1          1
sky130_fd_sc_hd__clkbuf_2          3
sky130_fd_sc_hd__a211o_1           1
sky130_fd_sc_hd__buf_4             3
sky130_fd_sc_hd__inv_1            14
sky130_fd_sc_hd__nand2_1          14
sky130_fd_sc_hd__a31oi_1           1
sky130_fd_sc_hd__buf_6             4
sky130_fd_sc_hd__and3_1            1
sky130_fd_sc_hd__a22o_1           10
sky130_fd_sc_hd__nand3_2           1
sky130_fd_sc_hd__a222oi_1         21
sky130_fd_sc_hd__nor3_4            2
## cell families (layout without fill, tap and decap cells)
group           count (synthesis)  in the layout  synth area share
simple gates                  109            109            0.3654
compound gates                 37             37            0.1843
buf+inv                        32            326           0.08953
latches                        46             46            0.3608
## how the worst max path moves through the flow
stage / startpoint / to
after global routing: addr_bus[29] / Cpu_data4bus[18]
final: addr_bus[28] / Cpu_data4bus[12]
after CTS: addr_bus[28] / Cpu_data4bus[12]
## metal layers
metal | up-vias | share of wire | GRT usage
met1 | 1179 | 0.40 | 0.1014
met5 | - | 0 | 0
li1 | 1374 | - | -
met3 | 0 | 0.13 | 0.03490
met2 | 209 | 0.47 | 0.1533
met4 | 0 | 0 | 0
## power by group through the flow
stage                 clock network, uW  registers (uW)  logic, uW
final                                 0            9.37        116
after CTS                             0            9.42        118
after global routing                  0            9.84        125
## sequential cells by signal, indices dropped and copies added, names as in the netlist
signal	cells
buf_addr	15
vram_waddr	15
buf_data_in	8
vram_data_in	8
## cell type report
type	count	area, sq um
Tap cell	234	292.8
Multi-Input combinational cell	146	1052
Timing Repair Buffer	312	3108
Sequential cell	46	690.7
Fill cell	2012	13380
Inverter	14	52.55
Power and IR drop assume default switching activity.
