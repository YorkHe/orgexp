File: flow/design.v
`timescale 1ns / 1ps
module ALU(
		input [31:0] A,
		input [3:0] ALU_operation,
		input [31:0] B,
		output overflow,
		output [31:0] res,
		output zero
	);
	mux16to1 #(32) ALU_MUX (
			.in({
				{6{32'b0}},
				{31'b0, $signed(A) < $signed(B)},
				B << A[4:0],
				{31'b0, A < B},
				$signed(A) - $signed(B),
				B >> A[4:0],
				~(A | B),
				A ^ B,
				$signed(A) + $signed(B),
				A | B,
				A & B
			}),
			.select(ALU_operation),
			.out(res)
	);
	assign zero = ~|res;
	assign overflow = 0;
endmodule
`timescale 1ns / 1ps
module Ext_32(
		input [15:0] Imm_16,
		output [31:0] Imm_32
		);
	assign Imm_32 = {{16{Imm_16[15]}}, Imm_16};
endmodule
`timescale 1ns / 1ps
module M_datapath(
		input clk,
		input reset,
		input MIO_ready,
		input IorD,
		input IRWrite,
		input [1:0] RegDst,
		input RegWrite,
		input [1:0] MemtoReg,
		input ALUSrcA,
		input [1:0] ALUSrcB,
		input [1:0] PCSource,
		input PCWrite,
		input PCWriteCond,
		input Branch,
		input [3:0] ALU_operation,
		output [31:0] PC_Current,
		input [31:0] Data_in,
		output [31:0] Inst,
		output [31:0] data_out,
		output [31:0] M_addr,
		output zero,
		output overflow
	);
	wire [31:0] MDR;
	wire [4:0] Wt_addr;
	wire [31:0] Wt_data;
	wire [31:0] rdata_A;
	wire [31:0] Imm_32;
	wire [31:0] A;
	wire [31:0] B;
	wire [31:0] res;
	wire [31:0] ALUOut;
	wire [31:0] PC_Next;
	REG32 U_IR (
			.clk(clk),
			.rst(1'b0),
			.CE(IRWrite),
			.D(Data_in[31:0]),
			.Q(Inst[31:0])
	);
	REG32 U_MDR (
			.clk(clk),
			.rst(1'b0),
			.CE(1'b1),
			.D(Data_in[31:0]),
			.Q(MDR[31:0])
	);
	mux4to1 #(5) U_mux_Wt_addr (
			.in({
				5'b0,	 
				5'd31,	 
				Inst[15:11],	 
				Inst[20:16]	 
			}),
			.select(RegDst[1:0]),
			.out(Wt_addr[4:0])
	);
	mux4to1 #(32) U_mux_Wt_data (
			.in({
				PC_Current[31:0],	 
				{Inst[15:0], 16'b0},	 
				MDR[31:0],	 
				ALUOut[31:0]	 
			}),
			.select(MemtoReg[1:0]),
			.out(Wt_data[31:0])
	);
	Regs U2 (
			.clk(clk),
			.rst(reset),
			.R_addr_A(Inst[25:21]),
			.R_addr_B(Inst[20:16]),
			.Wt_addr(Wt_addr[4:0]),
			.Wt_data(Wt_data[31:0]),
			.L_S(RegWrite),
			.rdata_A(rdata_A[31:0]),
			.rdata_B(data_out[31:0])
	);
	Ext_32 U_Ext (
			.Imm_16(Inst[15:0]),
			.Imm_32(Imm_32[31:0])
	);
	assign A = ALUSrcA ? rdata_A : PC_Current;
	mux4to1 #(32) U_mux_B (
			.in({
				{Imm_32[29:0], 2'b00},	 
				Imm_32[31:0],	 
				32'd4,	 
				data_out[31:0]	 
			}),
			.select(ALUSrcB[1:0]),
			.out(B[31:0])
	);
	ALU U1 (
			.A(A[31:0]),
			.B(B[31:0]),
			.ALU_operation(ALU_operation[3:0]),
			.zero(zero),
			.res(res[31:0]),
			.overflow(overflow)
	);
	REG32 U_ALUOut (
			.clk(clk),
			.rst(1'b0),
			.CE(1'b1),
			.D(res[31:0]),
			.Q(ALUOut[31:0])
	);
	mux4to1 #(32) U_mux_PC_next (
			.in({
				ALUOut[31:0],	 
				{PC_Current[31:28], Inst[25:0], 2'b00},	 
				ALUOut[31:0],	 
				res[31:0]	 
			}),
			.select(PCSource[1:0]),
			.out(PC_Next[31:0])
	);
	REG32 U_PC (
			.clk(clk),
			.rst(reset),
			.CE(MIO_ready && (PCWrite || (PCWriteCond && (Branch == zero)))),
			.D(PC_Next[31:0]),
			.Q(PC_Current[31:0])
	);
	assign M_addr = IorD ? ALUOut : PC_Current;
endmodule
`timescale 1ns / 1ps
module Multi_CPU(
		input clk,
		input reset,
		input MIO_ready,	 
		output [31:0] PC_out,	 
		output [31:0] inst_out,	 
		output mem_w,	 
		output [31:0] Addr_out,	 
		output [31:0] Data_out,	 
		input [31:0] Data_in,	 
		output CPU_MIO,	 
		input INT,	 
		output [4:0] state	 
	);
	wire MemRead;
	wire MemWrite;
	wire IorD;
	wire IRWrite;
	wire RegWrite;
	wire ALUSrcA;
	wire PCWrite;
	wire PCWriteCond;
	wire Branch;
	wire [1:0] RegDst;
	wire [1:0] MemtoReg;
	wire [1:0] ALUSrcB;
	wire [1:0] PCSource;
	wire [3:0] ALU_operation;
	wire zero;
	wire overflow;
	ctrl U11(
			.clk(clk),
			.reset(reset),
			.zero(zero),
			.overflow(overflow),
			.MIO_ready(MIO_ready),
			.Inst_in(inst_out[31:0]),
			.MemRead(MemRead),
			.MemWrite(MemWrite),
			.CPU_MIO(CPU_MIO),
			.IorD(IorD),
			.IRWrite(IRWrite),
			.RegWrite(RegWrite),
			.ALUSrcA(ALUSrcA),
			.PCWrite(PCWrite),
			.PCWriteCond(PCWriteCond),
			.Branch(Branch),
			.RegDst(RegDst[1:0]),
			.MemtoReg(MemtoReg[1:0]),
			.ALUSrcB(ALUSrcB[1:0]),
			.PCSource(PCSource[1:0]),
			.ALU_operation(ALU_operation[3:0]),
			.state_out(state[4:0])
	);
	assign mem_w = MemWrite && (!MemRead);
	M_datapath U12(
			.clk(clk),
			.reset(reset),
			.MIO_ready(MIO_ready),
			.IorD(IorD),
			.IRWrite(IRWrite),
			.RegWrite(RegWrite),
			.ALUSrcA(ALUSrcA),
			.PCWrite(PCWrite),
			.PCWriteCond(PCWriteCond),
			.Branch(Branch),
			.RegDst(RegDst[1:0]),
			.MemtoReg(MemtoReg[1:0]),
			.ALUSrcB(ALUSrcB[1:0]),
			.PCSource(PCSource[1:0]),
			.ALU_operation(ALU_operation[3:0]),
			.Data_in(Data_in[31:0]),
			.zero(zero),
			.overflow(overflow),
			.PC_Current(PC_out[31:0]),
			.Inst(inst_out[31:0]),
			.data_out(Data_out[31:0]),
			.M_addr(Addr_out[31:0])
	);
endmodule
`timescale 1ns / 1ps
module REG32(
		input clk,
		input rst,
		input CE,
		input [31:0] D,
		output reg [31:0] Q
	);
	always @(posedge clk or posedge rst) begin
		if (rst) begin
			Q <= 0;
		end else if (CE) begin
			Q <= D;
		end
	end
endmodule
`timescale 1ns / 1ps
module Regs(
		input clk,
		input rst,
		input L_S,
		input [4:0] R_addr_A,
		input [4:0] R_addr_B,
		input [4:0] Wt_addr,
		input [31:0] Wt_data,
		output [31:0] rdata_A,
		output [31:0] rdata_B
		);
	reg [31:0] register [1:31];
	assign rdata_A = R_addr_A == 0 ? 0 : register[R_addr_A];
	assign rdata_B = R_addr_B == 0 ? 0 : register[R_addr_B];
	integer i;
	always @(posedge clk or posedge rst) begin
		if (rst) begin
			for (i = 1; i < 32; i = i + 1) begin
				register[i] <= 0;
			end
		end else if (L_S == 1 && Wt_addr != 0) begin
			register[Wt_addr] <= Wt_data;
		end
	end
endmodule
`timescale 1ns / 1ps
module ctrl(
		input clk,
		input reset,
		input [31:0] Inst_in,
		input zero,
		input overflow,
		input MIO_ready,
		output reg MemRead,
		output reg MemWrite,
		output reg [3:0] ALU_operation,
		output [4:0] state_out,
		output reg CPU_MIO,
		output reg IorD,
		output reg IRWrite,
		output reg [1:0] RegDst,
		output reg RegWrite,
		output reg [1:0] MemtoReg,
		output reg ALUSrcA,
		output reg [1:0] ALUSrcB,
		output reg [1:0] PCSource,
		output reg PCWrite,
		output reg PCWriteCond,
		output reg Branch
	);
	localparam
			IF = 4'b0000,
			ID = 4'b0001,
			Mem_Ex = 4'b0010,
			Mem_RD = 4'b0011,
			LW_WB = 4'b0100,
			Mem_WD = 4'b0101,
			R_Exe = 4'b0110,
			R_WB = 4'b0111,
			Beq_Exe = 4'b1000,
			J = 4'b1001,
			I_Exe = 4'b1010,
			I_WB = 4'b1011,
			Lui_WB = 4'b1100,
			Bne_Exe = 4'b1101,
			Jr = 4'b1110,
			Jal = 4'b1111;
	localparam
			ALU_AND = 4'b0000,
			ALU_OR = 4'b0001,
			ALU_ADD = 4'b0010,
			ALU_XOR = 4'b0011,
			ALU_NOR = 4'b0100,
			ALU_SRLV = 4'b0101,
			ALU_SUB = 4'b0110,
			ALU_SLTU = 4'b0111,
			ALU_SLLV = 4'b1000,
			ALU_SLT = 4'b1001,
			ALU_MUL = 4'b1010,
			ALU_DIV = 4'b1011,
			ALU_MOD = 4'b1100;
	reg [3:0] state;
	assign state_out = {1'b0, state};
	task GoToIF;
		begin
			{PCWrite, PCWriteCond, IorD, MemRead, MemWrite, IRWrite, MemtoReg[1:0], PCSource[1:0], ALUSrcB[1:0], ALUSrcA, RegWrite, RegDst[1:0], CPU_MIO} <= 17'h12821;
			ALU_operation <= ALU_ADD;
			state <= IF;
		end
	endtask
	initial begin
		GoToIF;
	end
	always @(posedge clk or posedge reset) begin
		if (reset) begin
			GoToIF;
		end else begin
			ALU_operation <= ALU_ADD;
			case (state)
				IF: begin
					if (MIO_ready) begin
						{PCWrite, PCWriteCond, IorD, MemRead, MemWrite, IRWrite, MemtoReg[1:0], PCSource[1:0], ALUSrcB[1:0], ALUSrcA, RegWrite, RegDst[1:0], CPU_MIO} <= 17'h00060;
						ALU_operation <= ALU_ADD;
						state <= ID;
					end else begin
						GoToIF;
					end
				end
				ID: begin
					case (Inst_in[31:26])
						6'b000000: begin	 
							{PCWrite, PCWriteCond, IorD, MemRead, MemWrite, IRWrite, MemtoReg[1:0], PCSource[1:0], ALUSrcB[1:0], ALUSrcA, RegWrite, RegDst[1:0], CPU_MIO} <= 17'h00010;
							state <= R_Exe;
							case (Inst_in[5:0])
								6'b100000: begin ALU_operation <= ALU_ADD; end
								6'b100010: begin ALU_operation <= ALU_SUB; end
								6'b100100: begin ALU_operation <= ALU_AND; end
								6'b100101: begin ALU_operation <= ALU_OR; end
								6'b100110: begin ALU_operation <= ALU_XOR; end
								6'b100111: begin ALU_operation <= ALU_NOR; end
								6'b101010: begin ALU_operation <= ALU_SLT; end
								6'b101011: begin ALU_operation <= ALU_SLTU; end
								6'b000110: begin ALU_operation <= ALU_SRLV; end
								6'b000100: begin ALU_operation <= ALU_SLLV; end
								6'b001000: begin	 
									{PCWrite, PCWriteCond, IorD, MemRead, MemWrite, IRWrite, MemtoReg[1:0], PCSource[1:0], ALUSrcB[1:0], ALUSrcA, RegWrite, RegDst[1:0], CPU_MIO} <= 17'h10010;
									state <= Jr;
								end
								default: begin	 
									GoToIF;
								end
							endcase
						end
						6'b001000: begin	 
							{PCWrite, PCWriteCond, IorD, MemRead, MemWrite, IRWrite, MemtoReg[1:0], PCSource[1:0], ALUSrcB[1:0], ALUSrcA, RegWrite, RegDst[1:0], CPU_MIO} <= 17'h00050;
							ALU_operation <= ALU_ADD;
							state <= I_Exe;
						end
						6'b001100: begin	 
							{PCWrite, PCWriteCond, IorD, MemRead, MemWrite, IRWrite, MemtoReg[1:0], PCSource[1:0], ALUSrcB[1:0], ALUSrcA, RegWrite, RegDst[1:0], CPU_MIO} <= 17'h00050;
							ALU_operation <= ALU_AND;
							state <= I_Exe;
						end
						6'b001101: begin	 
							{PCWrite, PCWriteCond, IorD, MemRead, MemWrite, IRWrite, MemtoReg[1:0], PCSource[1:0], ALUSrcB[1:0], ALUSrcA, RegWrite, RegDst[1:0], CPU_MIO} <= 17'h00050;
							ALU_operation <= ALU_OR;
							state <= I_Exe;
						end
						6'b001110: begin	 
							{PCWrite, PCWriteCond, IorD, MemRead, MemWrite, IRWrite, MemtoReg[1:0], PCSource[1:0], ALUSrcB[1:0], ALUSrcA, RegWrite, RegDst[1:0], CPU_MIO} <= 17'h00050;
							ALU_operation <= ALU_XOR;
							state <= I_Exe;
						end
						6'b001010: begin	 
							{PCWrite, PCWriteCond, IorD, MemRead, MemWrite, IRWrite, MemtoReg[1:0], PCSource[1:0], ALUSrcB[1:0], ALUSrcA, RegWrite, RegDst[1:0], CPU_MIO} <= 17'h00050;
							ALU_operation <= ALU_SLT;
							state <= I_Exe;
						end
						6'b001011: begin	 
							{PCWrite, PCWriteCond, IorD, MemRead, MemWrite, IRWrite, MemtoReg[1:0], PCSource[1:0], ALUSrcB[1:0], ALUSrcA, RegWrite, RegDst[1:0], CPU_MIO} <= 17'h00050;
							ALU_operation <= ALU_SLTU;
							state <= I_Exe;
						end
						6'b001111: begin	 
							{PCWrite, PCWriteCond, IorD, MemRead, MemWrite, IRWrite, MemtoReg[1:0], PCSource[1:0], ALUSrcB[1:0], ALUSrcA, RegWrite, RegDst[1:0], CPU_MIO} <= 17'h00468;
							state <= Lui_WB;
						end
						6'b100011, 6'b101011: begin	 
							{PCWrite, PCWriteCond, IorD, MemRead, MemWrite, IRWrite, MemtoReg[1:0], PCSource[1:0], ALUSrcB[1:0], ALUSrcA, RegWrite, RegDst[1:0], CPU_MIO} <= 17'h00050;
							ALU_operation <= ALU_ADD;
							state <= Mem_Ex;
						end
						6'b000100: begin	 
							Branch <= 1;
							{PCWrite, PCWriteCond, IorD, MemRead, MemWrite, IRWrite, MemtoReg[1:0], PCSource[1:0], ALUSrcB[1:0], ALUSrcA, RegWrite, RegDst[1:0], CPU_MIO} <= 17'h08090;
							ALU_operation <= ALU_SUB;
							state <= Beq_Exe;
						end
						6'b000101: begin	 
							Branch <= 0;
							{PCWrite, PCWriteCond, IorD, MemRead, MemWrite, IRWrite, MemtoReg[1:0], PCSource[1:0], ALUSrcB[1:0], ALUSrcA, RegWrite, RegDst[1:0], CPU_MIO} <= 17'h08090;
							ALU_operation <= ALU_SUB;
							state <= Bne_Exe;
						end
						6'b000010: begin	 
							{PCWrite, PCWriteCond, IorD, MemRead, MemWrite, IRWrite, MemtoReg[1:0], PCSource[1:0], ALUSrcB[1:0], ALUSrcA, RegWrite, RegDst[1:0], CPU_MIO} <= 17'h10160;
							state <= J;
						end
						6'b000011: begin	 
							{PCWrite, PCWriteCond, IorD, MemRead, MemWrite, IRWrite, MemtoReg[1:0], PCSource[1:0], ALUSrcB[1:0], ALUSrcA, RegWrite, RegDst[1:0], CPU_MIO} <= 17'h1076C;
							state <= Jal;
						end
						default: begin	 
							GoToIF;
						end
					endcase
				end
				Mem_Ex: begin
					case (Inst_in[31:26])
						6'b100011: begin	 
							{PCWrite, PCWriteCond, IorD, MemRead, MemWrite, IRWrite, MemtoReg[1:0], PCSource[1:0], ALUSrcB[1:0], ALUSrcA, RegWrite, RegDst[1:0], CPU_MIO} <= 17'h06051;
							state <= Mem_RD;
						end
						6'b101011: begin	 
							{PCWrite, PCWriteCond, IorD, MemRead, MemWrite, IRWrite, MemtoReg[1:0], PCSource[1:0], ALUSrcB[1:0], ALUSrcA, RegWrite, RegDst[1:0], CPU_MIO} <= 17'h05051;
							state <= Mem_WD;
						end
						default: begin	 
							GoToIF;
						end
					endcase
				end
				Mem_RD: begin
					if (MIO_ready) begin
						{PCWrite, PCWriteCond, IorD, MemRead, MemWrite, IRWrite, MemtoReg[1:0], PCSource[1:0], ALUSrcB[1:0], ALUSrcA, RegWrite, RegDst[1:0], CPU_MIO} <= 17'h00208;
						state <= LW_WB;
					end else begin
						{PCWrite, PCWriteCond, IorD, MemRead, MemWrite, IRWrite, MemtoReg[1:0], PCSource[1:0], ALUSrcB[1:0], ALUSrcA, RegWrite, RegDst[1:0], CPU_MIO} <= 17'h06051;
						state <= Mem_RD;
					end
				end
				LW_WB: begin
					GoToIF;
				end
				Mem_WD: begin
					if (MIO_ready) begin
						GoToIF;
					end else begin
						{PCWrite, PCWriteCond, IorD, MemRead, MemWrite, IRWrite, MemtoReg[1:0], PCSource[1:0], ALUSrcB[1:0], ALUSrcA, RegWrite, RegDst[1:0], CPU_MIO} <= 17'h05051;
						state <= Mem_WD;
					end
				end
				R_Exe: begin
					{PCWrite, PCWriteCond, IorD, MemRead, MemWrite, IRWrite, MemtoReg[1:0], PCSource[1:0], ALUSrcB[1:0], ALUSrcA, RegWrite, RegDst[1:0], CPU_MIO} <= 17'h0001A;
					state <= R_WB;
				end
				R_WB: begin
					GoToIF;
				end
				Beq_Exe: begin
					GoToIF;
				end
				J: begin
					GoToIF;
				end
				I_Exe: begin
					{PCWrite, PCWriteCond, IorD, MemRead, MemWrite, IRWrite, MemtoReg[1:0], PCSource[1:0], ALUSrcB[1:0], ALUSrcA, RegWrite, RegDst[1:0], CPU_MIO} <= 17'h00058;
					state <= I_WB;
				end
				I_WB: begin
					GoToIF;
				end
				Lui_WB: begin
					GoToIF;
				end
				Bne_Exe: begin
					GoToIF;
				end
				Jr: begin
					GoToIF;
				end
				Jal: begin
					GoToIF;
				end
				default begin	 
					GoToIF;
				end
			endcase
		end
	end
endmodule
`timescale 1ns / 1ps
module mux16to1(
		input [16 * WIDTH - 1:0] in,
		input [3:0] select,
		output [WIDTH - 1:0] out
		);
	parameter WIDTH = 1;
	assign out =
			select == 4'b0000 ? in[WIDTH - 1:0] :
			select == 4'b0001 ? in[2 * WIDTH - 1: WIDTH] :
			select == 4'b0010 ? in[3 * WIDTH - 1: 2 * WIDTH] :
			select == 4'b0011 ? in[4 * WIDTH - 1: 3 * WIDTH] :
			select == 4'b0100 ? in[5 * WIDTH - 1: 4 * WIDTH] :
			select == 4'b0101 ? in[6 * WIDTH - 1: 5 * WIDTH] :
			select == 4'b0110 ? in[7 * WIDTH - 1: 6 * WIDTH] :
			select == 4'b0111 ? in[8 * WIDTH - 1: 7 * WIDTH] :
			select == 4'b1000 ? in[9 * WIDTH - 1: 8 * WIDTH] :
			select == 4'b1001 ? in[10 * WIDTH - 1: 9 * WIDTH] :
			select == 4'b1010 ? in[11 * WIDTH - 1: 10 * WIDTH] :
			select == 4'b1011 ? in[12 * WIDTH - 1: 11 * WIDTH] :
			select == 4'b1100 ? in[13 * WIDTH - 1: 12 * WIDTH] :
			select == 4'b1101 ? in[14 * WIDTH - 1: 13 * WIDTH] :
			select == 4'b1110 ? in[15 * WIDTH - 1: 14 * WIDTH] :
			in[16 * WIDTH - 1: 15 * WIDTH];
endmodule
`timescale 1ns / 1ps
module mux4to1(
		input [4 * WIDTH - 1:0] in,
		input [1:0] select,
		output [WIDTH - 1:0] out
		);
	parameter WIDTH = 1;
	assign out =
			select == 2'b00 ? in[WIDTH - 1:0] :
			select == 2'b01 ? in[2 * WIDTH - 1: WIDTH] :
			select == 2'b10 ? in[3 * WIDTH - 1: 2 * WIDTH] :
			in[4 * WIDTH - 1: 3 * WIDTH];
endmodule
File: flow/run.sh
#!/bin/bash
# OpenROAD 26Q1-2900-gdf79404cd8, Yosys 0.63+post, stock flow scripts
make -C /OpenROAD-flow-scripts/flow DESIGN_CONFIG=/design/flow/config.mk WORK_HOME=/design/flow/orfs finish
File: flow/config.mk
export PLATFORM = sky130hd
export DESIGN_NAME = Multi_CPU
export DESIGN_NICKNAME = Multi_CPU
export VERILOG_FILES = /design/flow/design.v
export SDC_FILE = /design/flow/constraint.sdc
export NUM_CORES = 4
export LEC_CHECK = 1
export CORE_UTILIZATION = 30
File: flow/constraint.sdc
current_design Multi_CPU

set clk_period 25.0
set clk_io_pct 0.2

create_clock -name clk0 -period $clk_period [get_ports {clk}]

set non_clock_inputs [all_inputs -no_clocks]
set_input_delay [expr $clk_period * $clk_io_pct] -clock clk0 $non_clock_inputs
set_output_delay [expr $clk_period * $clk_io_pct] -clock clk0 [all_outputs]
==> notes.md <==
Reports from this run.

- The flow ran to the end, but the final reports show violations.
- The final reports fail on max-capacitance violations, max-slew violations.
- In the global route stage, overall resource usage came out at 0.3694.
- The number of H-tree levels reads 4.
- The prevailing logic family in the synthesized netlist reads AND-OR/OR-AND gates.
- The clock insertion delay at the later pin of the skew report reads 0.85 ns.
- The DRC violation count after routing reads 0.
- At the pin with the least slew margin, the transition time is 1.513 ns.
- The floorplan utilization is 0.3025.
- The launch instance of the worst register-to-register path reads U12.U_IR.Q[19]$_DFFE_PP_.
- The critical path arrival is 13.89 ns.
- The final weighted congestion in routability-driven placement is about 1.1.
- The post-detailed-route wirelength per cell reads 37.21 µm.
- In the Yosys stats the netlist draws on between 100 and 150 distinct library cells.
- The synthesis report gives the async set-or-reset register share as 0.9153.
- The minimum period implied by the final worst setup slack reads 13.19 ns.
- The power density of the placed cells is 87.85 nW/µm².
- The ratio of final minimum period to clock period reads 0.5277.
- Timing would allow up to 0.07580 GHz.
- After detailed routing, the total wire length is 411.2 mm.
- The number of cell rows reads 173.
- The type of origin of the critical path reads a register.
- The critical path data required time is around 26 ns.
- The overall power consumption is roughly 6900 µW.
- Relative to the synthesized area, the layout overhead comes to 16.19%.
- The I/O pin count reads 171.
- The start point of the worst min-delay path is U12.U2.register[2][2]$_DFFE_PP0P_.
- Across the VDD grid, the largest voltage drop is approximately 0.06 mV.
- Setup repair after global routing left no endpoint under its margin.
- The synthesis warning total is 4.
- The largest incremental delay on the critical path is 0.77 ns.
- The accumulated negative setup slack reads 0 ns.
- The CTS tree is built.
- During placement, the flow inserted port buffers numbering 168.
- The max-slew check reports its worst relative slack as -0.03442.
- The most common cell in the synthesized netlist is nand2_1.
- The xor-xnor portion of the synthesized cell area is 0.005330.
- The slowest stage of the critical path is the nor2_2 cell.
- The synthesized flop and latch total reads 1145.
- The main area contributors are dfrtp_1 39%, o21ai_0 8.8%, nand2_1 7.4%.
- Of the total synthesized cell area, the portion taken by full adders, half adders and majority gates is 0.01861.
- The portion of netlist area occupied by mux cells is 0.03749.
- The footprint of the flip-flops and latches is around 29000 µm².
- The clock-pin slew of the registers on the worst-case setup and hold paths reads 0.06 ns.
- Summing over every cut layer, the via total after detailed routing is 72460.
- The area fraction in compound gates reads 0.2645.
- The synthesized area per cell is 8.478 µm².
- The width of the die reads 475.9 µm.
- The pre-antenna-repair detailed-routing pass consisted of 9 iterations.
- The chip area line of the yosys report reads 67370 µm².
- The filler cell count reads 22420.
- In this run, post-CTS repair resized a total of 0 instances.
- Setup violations remaining at the end of the flow were counted as 0.
- The worst setup path startpoint reads U12.U_IR.Q[19]$_DFFE_PP_.
- The worst setup path is captured at a register.
- Once layout is complete, the utilization of the core stands at 0.3515.
- The number of global-route vias before repair is about 70000.
- The number of instances in the synthesized netlist reads 7947.
- The final count of hold timing violations is 0.
- The number of antenna violations at the first check in global routing came to 45.
- The total of max-cap violations is 1.
- The sequential-to-total area share from yosys stat reads 0.4231.
- The global-route wire length before repair is 560.9 mm.
- The number of violations reported at the end of detailed-routing iteration 0 is 9797.
- The final worst clock skew is between 0.05 and 0.06 ns.
- The count of clock tree sinks is 1145.
- The largest net degree at the start of global routing reads about 120.
- The number of warnings in the stage logs reads 96.
- The multi-input gate area in the final layout is about 36000 µm².
- The post-synth tally of flip-flops with integrated enable is 33.
- Summed over all layers, the global routing overflow is 0.
- The cell type with the highest aggregate area in the netlist is dfrtp_1.
- The HPWL after detailed placement is approximately 270 mm.
- The class of the most critical hold timing path reads reg2reg.
- The clock buffer count from CTS reads 133.
- In this run the static leakage power is 0.03326 µW.
- The maximum clock insertion buffer count is 3.
- In the synthesized netlist the dominant register cell turns out to be dfrtp_1.
- The area inside the core boundary is 222700 µm².
- The cell repeated most along the worst path is buf_4.
- Max fanout on the critical path was recorded as 37.
- The number of standard cells reported by yosys is 7947.
- The antenna violation net count after detailed routing is 0.
- The y dimension of the die reads between 400 and 500 µm.
- The count of hold-fix buffers inserted at cts is 0.
- The post-CTS setup buffer count reads 0.
- Per the synthesis report, the simple-gate share of the synthesized area is 0.1972.
- The master cell of the clock root buffer is clkbuf_16.
- The final tally of max-slew violations reads 2.
- The layout summary lists the proportion of cells stronger than drive strength 1 as 0.1224.
- The worst setup path is of the reg2reg kind.
- The cell area after technology mapping is 67370 µm².
- The detailed-route vias per instance is 6.557.
- The die footprint is ~230000 µm².
- The area share of the largest cell type after synthesis reads 0.3870.
- By count the netlist is led by 1327 x nand2_1, 1185 x o21ai_0, 1042 x dfrtp_1, 574 x clkbuf_1, 498 x a22oi_1.
[path summary, 6_finish.rpt]
| kind | cells past startpoint | slack [ns] | endpoint |
|---|---|---|---|
| setup / recovery | 32 | 11.81 | U12.U_PC.Q[25]$_DFFE_PP0P_ |
| max in group asynchronous | 7 | 16.69 | U12.U2.register[7][20]$_DFFE_PP0P_ |
| hold / removal | 2 | 0.49 | U12.U2.register[2][2]$_DFFE_PP0P_ |
| hold reg to reg | 2 | 0.49 | U12.U2.register[2][2]$_DFFE_PP0P_ |
| min in group asynchronous | 2 | 4.60 | U12.U2.register[13][5]$_DFFE_PP0P_ |
| setup reg to reg | 32 | 11.81 | U12.U_PC.Q[25]$_DFFE_PP0P_ |
[cells in the final DEF, fill, tap and decap left out, types with 43 or more instances in the layout]
cell type | netlist | final
nand2_1 | 1327 | 1299
o21ai_0 | 1185 | 1169
dfrtp_1 | 1042 | 1036
a22oi_1 | 498 | 498
buf_4 | 18 | 413
a21oi_1 | 358 | 341
and3_1 | 337 | 336
nor2_1 | 337 | 294
clkdlybuf4s50_1 | 0 | 168
nand3_1 | 164 | 164
clkbuf_16 | 0 | 134
nor3_1 | 130 | 125
inv_1 | 124 | 123
nand4_1 | 119 | 119
mux2i_1 | 97 | 97
ha_1 | 97 | 97
a211oi_1 | 98 | 96
a2111oi_0 | 91 | 91
mux2_2 | 83 | 83
dfxtp_1 | 64 | 64
nor2b_1 | 61 | 59
a221oi_1 | 59 | 59
diode_2 | 0 | 54
nand2b_1 | 49 | 49
a31oi_1 | 46 | 45
a22o_1 | 43 | 43
[where the power goes]
part	internal (µW)	total, µW	leakage [µW]	switching, µW
logic	786	2660	0.0156	1870
registers	1970	2140	0.0154	164
clock network	1190	2080	0.00222	891
total	3950	6880	0.0333	2930
[through the flow]
| stage | instance area, µm² | std cells | hold slack (ns) | worst slack (ns) |
|---|---|---|---|---|
| 6_report | 78280 | 11050 | 0.4852 | 11.81 |
| 2_1_floorplan | 67380 | 7947 | 0.4498 | 3.169 |
| 3_3_place_gp | 73560 | 10760 | 0.4679 | 12.50 |
| 4_1_cts | 78150 | 11000 | 0.4841 | 12.40 |
| 5_1_grt | 78170 | 11010 | 0.5092 | 12.09 |
| 3_5_place_dp | 73560 | 10760 | 0.4707 | 12.45 |
[critical path, delay by kind of cell, from the launching register on]
kind | cells | cell delay, ns
adder cells (fa/ha/maj) | 2 | 0.76
buffers and inverters | 7 | 2.70
XOR/XNOR | 1 | 0.33
flip-flops | 1 | 0.32
multiplexers | 1 | 0.40
AND-OR/OR-AND | 11 | 4.23
AND/OR/NAND/NOR | 10 | 4.18
[flip-flops by register name, summed over array words and instances (netlist names), 2 cells and up]
register and cells:
U12.U_MDR.Q 32, U11.RegDst 2, U11.state 4, U12.U_PC.Q 32
U11.MemtoReg 2, U12.U2.register 992, U11.ALUSrcB 2, U12.U_IR.Q 32
U12.U_ALUOut.Q 32, U11.PCSource 2, U11.ALU_operation 4
[layout make-up]
class / instances / share of cell area
tap: 2975 / 0.04755
sequential: 1145 / 0.3642
antenna: 54 / 0.001726
clock inverter: 52 / 0.01048
timing repair buffer: 585 / 0.06211
multi-input combinational: 5927 / 0.4595
inverter: 130 / 0.006281
clock buffer: 182 / 0.04808
[cells by family after synthesis]
group,Yosys count
AOI/OAI and AO/OA,2784
other,1
xor gates and xnor gates,41
muxes,218
and+or+nand+nor,2784
DFF,1145
buffers and inverters,875
adders and majority gates,99
[metal layers]
layer / up-vias / track usage / part of all wire
met2: 6400 / 0.4777 / 0.39
li1: 29240 / - / -
met1: 34930 / 0.4419 / 0.35
met4: 72 / 0.2456 / 0.086
met5: - / 0.02154 / 0.0016
met3: 1818 / 0.2429 / 0.17
No activity file was given, so power comes from the tool's default toggle rates.
